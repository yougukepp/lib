--- flow/design.v ---
module my_stream_ip
(
    ACLK,
    ARESETN,
    S_AXIS_TDATA,
    S_AXIS_TKEEP,
    S_AXIS_TVALID,
    S_AXIS_TREADY,
    S_AXIS_TLAST,
    M_AXIS_TDATA,
    M_AXIS_TKEEP,
    M_AXIS_TVALID,
    M_AXIS_TREADY,
    M_AXIS_TLAST
);
input            ACLK;
input            ARESETN;
input[63:0]      S_AXIS_TDATA;
input[7:0]       S_AXIS_TKEEP;
input            S_AXIS_TVALID;
output           S_AXIS_TREADY;
input            S_AXIS_TLAST;
output[63:0]     M_AXIS_TDATA;
output[7:0]      M_AXIS_TKEEP;
output           M_AXIS_TVALID;
input            M_AXIS_TREADY;
output           M_AXIS_TLAST;
reg [63:0] out_reg;
reg [7:0] keep_reg;
assign S_AXIS_TREADY    = !ARESETN;
assign M_AXIS_TVALID    = !ARESETN;
assign M_AXIS_TLAST     = !ARESETN;
assign M_AXIS_TKEEP[7:0]= keep_reg[7:0];
assign M_AXIS_TDATA[63:0]= out_reg[63:0];
always @(posedge ACLK)
begin
  if(!ARESETN)
  begin
    out_reg[63:0] <= 64'b0;
    keep_reg[7:0] <= 8'b0;
  end
  else
  begin
    if(M_AXIS_TREADY == 1)
    begin
      out_reg[63:0] <= S_AXIS_TDATA[63:0];
      keep_reg[7:0] <= S_AXIS_TKEEP[7:0];
    end
  end
end
endmodule
--- flow/run.sh ---
#!/bin/bash
# OpenROAD 26Q1-2900-gdf79404cd8, Yosys 0.63+post, stock flow scripts
make -C /OpenROAD-flow-scripts/flow DESIGN_CONFIG=/design/flow/config.mk WORK_HOME=/design/flow/orfs finish
--- flow/config.mk ---
export PLATFORM = sky130hd
export DESIGN_NAME = my_stream_ip
export DESIGN_NICKNAME = my_stream_ip
export VERILOG_FILES = /design/flow/design.v
export SDC_FILE = /design/flow/constraint.sdc
export NUM_CORES = 4
export LEC_CHECK = 1
export CORE_UTILIZATION = 40
--- flow/constraint.sdc ---
current_design my_stream_ip

set clk_period 3.4
set clk_io_pct 0.2

create_clock -name clk0 -period $clk_period [get_ports {ACLK}]

set non_clock_inputs [all_inputs -no_clocks]
set_input_delay [expr $clk_period * $clk_io_pct] -clock clk0 $non_clock_inputs
set_output_delay [expr $clk_period * $clk_io_pct] -clock clk0 [all_outputs]
==> results.cfg <==
; implementation run metrics
[clocking]
cts_buffer_depth = 2
clk_latency_ns = 0.33
cts-buffers-inserted = 9
clock-root-buffer = clkbuf_8
htree_levels = 3
clkSinkCount = 72
hold_buffers = 0
cts_resized = 0
post_cts_buffers = 0
path_clk_slew_ns = 0.07
cts_tree = yes

[setup_path]
cp_common_cell = clkdlybuf4s50_1
worst_r2r_startpoint = out_reg[35]$_SDFFE_PN0P_
max_stage_delay_ns = 0.53
critical_path_class = input pin to output port
path_delay_family = buffers and inverters
rr_endpoint = out_reg[35]$_SDFFE_PN0P_
rrSetupSlack_ns = 2.74
slowest_stage = clkdlybuf4s50_1
ff2ff_path_depth = 2
crit_path_cell_trace = clkdlybuf4s50_1, inv_2, clkdlybuf4s50_1
end_kind = output port
cp.required_ns = 2.72
start_kind = input pin
arrival_ns = 1.88
critical_path_buf_inv_count = 3
worstPathMaxFanout = 19

[placed_design]
place_hpwl_um = 4150
port_buffers = 149
gp_congestion = 0.7720

[finish]
layout-drive-gt1-share_pct = 4.688
largest_reg_flops = 64
area_growth_pct = 63.68

[floorplan]
dieWidth_um = 82.53
die_area_mm2 = 0.006810
rows = 28
ioPinCount = 152
floorplan.core_util_pct = 42.55
die_h_um = 82.53
design.core.area_mm2 = 0.006096

[yosys]
syn_avg_cell_area_um2 = 11.08
ys_cells = 234
yosys_area_mm2 = 0.002594
ys_seq_share_pct = 55.57
yosys_warnings = 1
synthTopCellsByCount = dfxtp_1 (72), mux2i_1 (72), nor2_1 (72)
top_area_cell = dfxtp_1
synth.distinct_cells = 8
synth-edff-count = 0
synthCells = 234
synthFlopType = dfxtp_1
synth_area_mm2 = 0.002594
area_leaders = dfxtp_1 (56%), mux2i_1 (28%), nor2_1 (10%), buf_8 (4.1%), clkbuf_1 (1.0%)
synth_flops = 72
yosysTopAreaCellShare_pct = 55.57
synthArstFlopShare_pct = 0

[routing]
routed-via-count = 2040
antenna_cells = 0
drt_iter0_drc = 58
drc = 0
detail-route-antenna-nets = 0
wire_per_inst_um = 13.28
first_pass_iters = 4
route.final.wire_length_um = 6097
via_per_inst = 4.444

[final_timing]
period_used_pct = 75.24
fmaxAchievable_ghz = 0.3909
relSlewSlack_pct = 52.12
setup_tns_ns = 0
rsz0062_at_grt = false
finalHoldViolCount = 0
period_needed_ns = 2.558
skew_ns = 0
tightest_slew_ns = 0.7182
setup_viol = 0
drv_slew = 0

[pwr]
switching_power_mw = 0.4022
p_seq_share_pct = 48.8
power_density_mw_per_mm2 = 442.6
finalPower_mw = 1.879
p_clk_share_pct = 36.0
sw_frac_of_total_pct = 21.41
p_leak_nw = 1.831
p_comb_share_pct = 15.2
internal_power_mw = 1.477
peakVddDrop_mv = 0.3045

[global_route]
antenna_found_initial = 0
grt.total_usage_pct = 17.87
grt_pass1_vias = 1893
grt-ovfl-total = 0
grt_max_degree = 58
grt_pass1_wl_um = 8956

[status]
status = finished, final reports clean

[worst_hold_path]
min_path_cells = 2
holdPathEnd = keep_reg[5]$_SDFFE_PN0P_
min-delay-start = keep_reg[5]$_SDFFE_PN0P_
min_path_type = flop to flop

[run]
tool_warnings = 28
max_cap_violations = 0
## power by group through the flow
stage | combinational (mW) | clock [mW] | sequential [mW]
after CTS | 0.291 | 0.698 | 0.917
after global routing | 0.313 | 0.740 | 0.923
final | 0.286 | 0.677 | 0.917
## kinds of logic (layout without fill, tap and decap cells)
family	Yosys count	after routing	synth area share (%)
AND/OR/NAND/NOR	72	72	10.42
multiplexers	72	72	27.79
flip-flops	72	72	55.57
buffers and inverters	18	168	6.223
## metrics by stage
| step | std cells | utilization [%] | hold WS (ns) | setup WS [ns] | instance area (um2) |
|---|---|---|---|---|---|
| floorplan | 234 | - | 0.4365 | 1.505 | 2594 |
| global placement | 443 | 66.38 | 0.4712 | 0.8257 | 4046 |
| detailed placement | 443 | 66.38 | 0.4814 | 0.8258 | 4046 |
| CTS | 459 | 69.64 | 0.4986 | 0.8280 | 4245 |
| global route | 459 | 69.64 | 0.5208 | 0.7627 | 4245 |
| finish | 459 | 69.64 | 0.4932 | 0.8420 | 4245 |
## layout make-up
| class | instances | area (um2) |
|---|---|---|
| timing repair buffer | 151 | 1516 |
| multi-input combinational | 144 | 991.0 |
| sequential | 72 | 1441 |
| clock buffer | 13 | 158.9 |
| tap | 75 | 93.84 |
| fill | 473 | 1851 |
| clock inverter | 3 | 40.04 |
| inverter | 1 | 3.754 |
## worst reg2reg max path, cell delays in order, from the launching register on
cell and delay, ns:
dfxtp_1 0.32, mux2i_1 0.15, nor2_1 0.07
## worst max path at each step
stage | cells after the start | end | slack [ns] | from
final | 3 | M_AXIS_TLAST | 0.84 | ARESETN
after global routing | 3 | M_AXIS_TVALID | 0.76 | ARESETN
after CTS | 3 | M_AXIS_TLAST | 0.83 | ARESETN
## routing by layer
| layer | global-route usage, % | part of all wire (%) | vias up |
|---|---|---|---|
| met2 | 27.36 | 44 | 86 |
| li1 | - | - | 1056 |
| met1 | 24.13 | 43 | 894 |
| met5 | 0 | 0 | - |
| met3 | 9.142 | 13 | 4 |
| met4 | 1.552 | 0.67 | 0 |
## layout by cell type, fill, tap and decap left out
master / instances
buf_12: 1
buf_4: 2
bufinv_16: 1
clkbuf_1: 2
clkbuf_8: 11
clkdlybuf4s50_1: 148
clkinv_2: 2
dfxtp_1: 72
inv_2: 1
mux2i_1: 72
nor2_1: 72
No activity file was given, so power comes from the tool's default toggle rates.
